--- flow/run.sh ---
#!/bin/bash
# OpenROAD 26Q1-2900-gdf79404cd8, Yosys 0.63+post, stock flow scripts
make -C /OpenROAD-flow-scripts/flow DESIGN_CONFIG=/design/flow/config.mk WORK_HOME=/design/flow/orfs finish
--- flow/config.mk ---
export PLATFORM = sky130hd
export DESIGN_NAME = sobel_atan
export DESIGN_NICKNAME = sobel_atan
export VERILOG_FILES = /design/flow/design.v
export SDC_FILE = /design/flow/constraint.sdc
export NUM_CORES = 4
export LEC_CHECK = 1
export CORE_AREA = 10 10 105 105
export DIE_AREA = 0 0 115 115
--- flow/constraint.sdc ---
current_design sobel_atan

set clk_period 7.1
set clk_io_pct 0.2

create_clock -name clk0 -period $clk_period [get_ports {i_clk}]

set non_clock_inputs [all_inputs -no_clocks]
set_input_delay [expr $clk_period * $clk_io_pct] -clock clk0 $non_clock_inputs
set_output_delay [expr $clk_period * $clk_io_pct] -clock clk0 [all_outputs]
--- flow/design.v ---
module lut_atan (
    input wire i_clk,
    input logic [3:0] x,   
    input logic [3:0] y,   
    output reg [1:0] direction  
);
localparam int MAX_VALUE = 1021;
localparam int X_SIZE = $clog2(MAX_VALUE);
reg [1:0] lut [0:X_SIZE-1][0:X_SIZE-1];
    initial begin
        lut[0][0] = 2'b00;
        lut[0][1] = 2'b01;
        lut[0][2] = 2'b01;
        lut[0][3] = 2'b01;
        lut[0][4] = 2'b01;
        lut[0][5] = 2'b01;
        lut[0][6] = 2'b01;
        lut[0][7] = 2'b01;
        lut[0][8] = 2'b01;
        lut[0][9] = 2'b01;
        lut[1][0] = 2'b00;
        lut[1][1] = 2'b10;
        lut[1][2] = 2'b01;
        lut[1][3] = 2'b01;
        lut[1][4] = 2'b01;
        lut[1][5] = 2'b01;
        lut[1][6] = 2'b01;
        lut[1][7] = 2'b01;
        lut[1][8] = 2'b01;
        lut[1][9] = 2'b01;
        lut[2][0] = 2'b00;
        lut[2][1] = 2'b00;
        lut[2][2] = 2'b10;
        lut[2][3] = 2'b10;
        lut[2][4] = 2'b01;
        lut[2][5] = 2'b01;
        lut[2][6] = 2'b01;
        lut[2][7] = 2'b01;
        lut[2][8] = 2'b01;
        lut[2][9] = 2'b01;
        lut[3][0] = 2'b00;
        lut[3][1] = 2'b00;
        lut[3][2] = 2'b10;
        lut[3][3] = 2'b10;
        lut[3][4] = 2'b10;
        lut[3][5] = 2'b01;
        lut[3][6] = 2'b01;
        lut[3][7] = 2'b01;
        lut[3][8] = 2'b01;
        lut[3][9] = 2'b01;
        lut[4][0] = 2'b00;
        lut[4][1] = 2'b00;
        lut[4][2] = 2'b00;
        lut[4][3] = 2'b10;
        lut[4][4] = 2'b10;
        lut[4][5] = 2'b10;
        lut[4][6] = 2'b01;
        lut[4][7] = 2'b01;
        lut[4][8] = 2'b01;
        lut[4][9] = 2'b01;
        lut[5][0] = 2'b00;
        lut[5][1] = 2'b00;
        lut[5][2] = 2'b00;
        lut[5][3] = 2'b00;
        lut[5][4] = 2'b10;
        lut[5][5] = 2'b10;
        lut[5][6] = 2'b10;
        lut[5][7] = 2'b01;
        lut[5][8] = 2'b01;
        lut[5][9] = 2'b01;
        lut[6][0] = 2'b00;
        lut[6][1] = 2'b00;
        lut[6][2] = 2'b00;
        lut[6][3] = 2'b00;
        lut[6][4] = 2'b00;
        lut[6][5] = 2'b10;
        lut[6][6] = 2'b10;
        lut[6][7] = 2'b10;
        lut[6][8] = 2'b01;
        lut[6][9] = 2'b01;
        lut[7][0] = 2'b00;
        lut[7][1] = 2'b00;
        lut[7][2] = 2'b00;
        lut[7][3] = 2'b00;
        lut[7][4] = 2'b00;
        lut[7][5] = 2'b00;
        lut[7][6] = 2'b10;
        lut[7][7] = 2'b10;
        lut[7][8] = 2'b10;
        lut[7][9] = 2'b01;
        lut[8][0] = 2'b00;
        lut[8][1] = 2'b00;
        lut[8][2] = 2'b00;
        lut[8][3] = 2'b00;
        lut[8][4] = 2'b00;
        lut[8][5] = 2'b00;
        lut[8][6] = 2'b00;
        lut[8][7] = 2'b10;
        lut[8][8] = 2'b10;
        lut[8][9] = 2'b10;
        lut[9][0] = 2'b00;
        lut[9][1] = 2'b00;
        lut[9][2] = 2'b00;
        lut[9][3] = 2'b00;
        lut[9][4] = 2'b00;
        lut[9][5] = 2'b00;
        lut[9][6] = 2'b00;
        lut[9][7] = 2'b00;
        lut[9][8] = 2'b10;
        lut[9][9] = 2'b10;
    end
always @(posedge i_clk) begin
    direction <= lut[x][y];
end
endmodule
module lut_log_quantizer (
    input logic [9:0] input_value,   
    output logic [3:0] output_log  
);
    assign output_log = (input_value >= 512) ? 9 :
                  (input_value >= 256) ? 8 :
                  (input_value >= 128) ? 7 :
                  (input_value >= 64)  ? 6 :
                  (input_value >= 32)  ? 5 :
                  (input_value >= 16)  ? 4 :
                  (input_value >= 8)   ? 3 :
                  (input_value >= 4)   ? 2 :
                  (input_value >= 2)   ? 1 : 
                  (input_value == 0)   ? 1 : 0;
endmodule
module sobel_atan #(
    parameter NBIT_SOBEL = 11
)(
    input i_clk,
    input signed [NBIT_SOBEL-1:0] gy,   
    input signed [NBIT_SOBEL-1:0] gx,   
    output logic [1:0] o_direction  
);
logic [NBIT_SOBEL-2:0] abs_gx,abs_gy;         
logic [3:0] addr_x,addr_y;                   
logic [1:0] lut_output; 
wire x_sign,y_sign;              
assign abs_gx = (gx < 0) ? -gx : gx;
assign abs_gy = (gy < 0) ? -gy : gy;
assign x_sign = gx[NBIT_SOBEL-1];
assign y_sign = gy[NBIT_SOBEL-1];
lut_log_quantizer log_x(
    .input_value(abs_gx),
    .output_log(addr_x)
);
lut_log_quantizer log_y(
    .input_value(abs_gy),
    .output_log(addr_y)
);
lut_atan LUT(
    .i_clk(i_clk),
    .x(addr_x),
    .y(addr_y),
    .direction(lut_output)
);
assign o_direction = (((x_sign ^ y_sign) == 1) && (lut_output[1] == 1)) ? (lut_output | 1'b1) : lut_output;
endmodule
==> impl_metrics.yaml <==
# generated from flow reports
timing:
  setup_slack_ns: 1.19
  setup_viol: 0
  fmax_mhz: 169
  rsz0062_at_grt: "false"
  worst_hold_slack_ns: 2.33
  slew_headroom_pct: 52.9
  finalSetupTns_ns: 0
  timing.final.crit_share_pct: 83.2
  tightest_slew_ns: 0.701
  min_period_ns: 5.91
  slew_viol_final: 0
  final_hold_viol_count: 0
logic_synthesis:
  top_area_cell: "ha_1"
  yosysWarnings: 1
  synthTopCellsByCount: "nand2_1, nor2_1, o21ai_0"
  async_reset_ff_share_pct: 0
  synth_cells: 194
  ys_area_mm2: 0.00138
  yosys-mux-area-fraction_pct: 2.36
  syn_avg_cell_area_um2: 7.09
  syn_area_mm2: 0.00138
  ys_sh_aoi_pct: 36.1
  top_cell_area_share_pct: 7.27
  numSynthFlops: 2
  xor_share_pct: 11.5
  synth.area.top_cells: "ha_1, xnor2_1, nand2_1"
  top_logic_kind: "AND-OR/OR-AND gates"
  synthSimpleGateAreaFrac_pct: 30.4
  ys_seq_share_pct: 2.91
  ys_cells: 194
  synthFlopType: "dfxtp_1"
  fa_ha_area_share_pct: 10.2
  synthDistinctLibCells: 61
  edf_count: 0
pwr:
  pwr-share-clk_pct: 17.3
  switching_share_pct: 44.3
  combPwrFrac_pct: 75.2
  p_int_mw: 0.142
  switchingPower_mw: 0.112
  vdd_ir_drop_max_mv: 0.0582
  pwr-share-seq_pct: 7.5
  leakagePower_nw: 0.613
  p_total_mw: 0.254
  power.density_mw_per_mm2: 146
critical_path:
  crit_path_cell_trace: "clkdlybuf4s50_1 -> nor2b_1 -> xnor2_1 -> a221oi_1 -> a221oi_1 -> a21oi_1 -> a211oi_1 -> a211oi_1 -> o21ai_0 -> ha_1 -> ha_1 -> a21oi_2 -> xor2_1 -> nand2_1 -> nor4bb_1 -> a21oi_1 -> o211ai_1 -> o22a_1"
  crit_required_ns: 7.19
  cp_max_fo: 20
  cpMaxStageDelayCell: "clkdlybuf4s50_1"
  crit_family: "AND-OR/OR-AND gates"
  worstPathArrival_ns: 6.00
  slowest_delay_ns: 0.91
  end_kind: "flop"
  path_class: "primary input to flop"
  crit_buf_inv: 1
  start_kind: "primary input"
flow_run:
  maxCapViolations: 0
  tool_warnings: 25
route:
  drtIter0Drc: 55
  wl_per_cell_um: 10.6
  drc_errors: 0
  via_per_inst: 4.40
  first_pass_iters: 5
  route.antenna.remaining_nets: 0
  wirelength_mm: 3.38
  vias: 1408
  antennaDiodeCount: 0
die:
  die_w_um: 115
  die_h_um: 115
  fp_util_pct: 15.7
  rows: 34
  pin_count: 25
  core_mm2: 0.00876
  chip_area_mm2: 0.0132
final_layout:
  area_delta_synth_final_pct: 26.1
  fillCellCount: 972
  largest_reg_flops: 2
  drive_above_1_share_pct: 9.43
  top_register: "LUT.direction"
  stdcell_area_mm2: 0.00174
  top_regs: "LUT.direction (2)"
cts:
  clkSinkCount: 2
  ctsResizeCount: 0
  cts_hold_buffers: 0
  clockBufferDepth: 2
  cts_tree: "yes"
  postCtsSetupBuffers: 0
  clkTransAtPathRegs_ns: 0.03
  numCtsBuffers: 3
  htree_num_levels: 1
  root_buffer: "clkbuf_8"
placed_design:
  hpwlAfterDp_mm: 2.75
  dp_slack_ns: 1.02
  gp_congestion: 0.800
  placement.io_buffers: 24
  dpl_cell_area_mm2: 0.00169
global_route:
  globalRouteOverflowTotal: 0
  grt_pass1_wl_mm: 5.93
  grt_pass1_vias: 1306
  track_usage_pct: 5.00
  grt_max_degree: 21
  antenna_found_initial: 0
run_status:
  status: "completed"
min_path:
  worst_hold_path_type: "flop to output port"
==> per-layer routing <==
layer	vias up	share of wire (%)	GRT usage, %
met4	0	0	0.248
met1	605	49	7.33
met3	0	7.4	1.05
met2	45	43	7.70
li1	758	-	-
met5	-	0	0
==> area by class of cell <==
cell class | instances | area (um2) | share of cell area (%)
repair buffers | 24 | 240 | 13.8
well taps | 108 | 135 | 7.79
clock buffers | 3 | 41.3 | 2.38
inverters | 9 | 33.8 | 1.95
multi-input cells | 174 | 1240 | 71.7
flip-flops and latches | 2 | 40.0 | 2.31
==> stage by stage <==
step                util, %  instances
floorplan                 -        194
global placement       19.3        317
detailed placement     19.3        317
CTS                    19.8        320
global route           19.8        320
finish                 19.8        320
==> power groups by stage <==
stage	Sequential [mW]	Combinational [mW]	Clock, mW
final	0.0190	0.191	0.0440
after global routing	0.0200	0.213	0.0462
after CTS	0.0191	0.191	0.0461
==> cell families (layout without fill, tap and decap cells) <==
group | Yosys count | in the layout
AND-OR/OR-AND | 65 | 65
XOR/XNOR | 18 | 18
adder cells (fa/ha/maj) | 10 | 10
buffers and inverters | 18 | 36
flip-flops | 2 | 2
multiplexers | 3 | 3
AND/OR/NAND/NOR | 78 | 78
==> path summary, 6_finish.rpt <==
kind | startpoint | cells past startpoint | end | slack (ns)
worst max-delay path | gx[10] | 18 | LUT.direction[1] | 1.19
worst min-delay path | LUT.direction[1] | 1 | o_direction[1] | 2.33
==> placed cells by master (no fill, tap or decap), types with 4 or more instances in the layout <==
master,instances
o21ai_0,12
inv_1,8
a21oi_1,8
ha_1,8
o211ai_1,4
nand2b_1,4
xor2_1,8
xnor2_1,10
clkdlybuf4s50_1,24
nand3_1,8
nor2b_1,6
nor2_1,20
nand2_1,20
nor3_1,8
a21o_1,4
No activity file was given, so power comes from the tool's default toggle rates.
