===== design.v =====
module lineBuffer  #(
    parameter NBIT = 8,           
    parameter KERNEL_SIZE = 3,     
    parameter IMAGE_WIDTH=512
)(
    input i_clk,
    input i_rst,
    input [NBIT-1:0] i_data_byte,
    input i_wr_valid,
    input i_rd_valid,
    output [KERNEL_SIZE*(NBIT)-1:0] o_data
);
reg [NBIT-1:0] buffer [IMAGE_WIDTH-1:0];      
reg [($clog2(IMAGE_WIDTH))-1:0] wr_ptr;         
reg [($clog2(IMAGE_WIDTH))-1:0] rd_ptr;
assign o_data = {buffer[rd_ptr+'d2],buffer[rd_ptr+'d1],buffer[rd_ptr]};
always @(posedge i_clk ) begin
    if(i_wr_valid) begin
        buffer[wr_ptr] <= i_data_byte;   
    end
end
always @(posedge i_clk ) begin
    if (i_rst == 'd1) begin
        wr_ptr <= 'd0;
    end
    else if(i_wr_valid) begin
        wr_ptr <= wr_ptr + 'd1;
    end
end
always @(posedge i_clk ) begin
    if (i_rst == 'd1) begin
        rd_ptr <= 'd0;
    end
    else if(i_rd_valid) begin
        rd_ptr <= rd_ptr + 'd1;      
    end
end
endmodule

===== run.sh =====
#!/bin/bash
# OpenROAD 26Q1-2900-gdf79404cd8, Yosys 0.63+post, stock flow scripts
make -C /OpenROAD-flow-scripts/flow DESIGN_CONFIG=/design/flow/config.mk WORK_HOME=/design/flow/orfs finish

===== config.mk =====
export PLATFORM = sky130hd
export DESIGN_NAME = lineBuffer
export DESIGN_NICKNAME = lineBuffer
export VERILOG_FILES = /design/flow/design.v
export SDC_FILE = /design/flow/constraint.sdc
export NUM_CORES = 4
export LEC_CHECK = 1
export CORE_UTILIZATION = 40

===== constraint.sdc =====
current_design lineBuffer

set clk_period 471.4
set clk_io_pct 0.2

create_clock -name clk0 -period $clk_period [get_ports {i_clk}]

set non_clock_inputs [all_inputs -no_clocks]
set_input_delay [expr $clk_period * $clk_io_pct] -clock clk0 $non_clock_inputs
set_output_delay [expr $clk_period * $clk_io_pct] -clock clk0 [all_outputs]

==> results.ini <==
[cts]
cts.hold.buffers_added = 0
cts_buffers = 448
clk_pin_slew_ns = 0.06
tritoncts = built
h-tree-depth = 5
cts_root_buffer = clkbuf_16
cts_resized = 0
clk_path_buf_depth = 4
clk_latency_ns = 1.10
cts_sinks = 4123
post-cts-setup-buffers = 0

[placed_design]
numPortBuffers = 35
dp_cells = 19300
dp_hpwl_um = 604000
dpl_cell_area_um2 = 238000
routabilityCongestion = 1.03

[synthesis]
synth_seq_share = 0.546
async_flop_share = 0
ys.flop_type = edfxtp_1
yosys_area_um2 = 226000
synth_flops = 4123
yosysWarnings = 1
syn_area_per_cell_um2 = 19.1
syn-cell-area_um2 = 226000
edf_count = 4096
ys_cells = 11900
syn_inst = 11900
ys_types = 76

[routing]
first_iter_violations = 11400
routed_via_density = 6.93
ant_nets = 0
dr.pass1.iters = 6
avgRoutedWirePerCell_um = 43.5
vias = 140000
drt_wl_total_um = 881000
drc_errors = 0

[die]
dieArea_um2 = 569000
fp-utilization = 0.403
coreArea_um2 = 562000
die_x_um = 754
rows = 275
io-pin-count = 36
die_h_um = 754

[finish]
layout_top_cell = edfxtp_1
syn_to_final_growth_pct = 12.0
final_cell_area_um2 = 253000
layoutNonFillerInstCount = 20200
layout_top_cells = edfxtp_1, mux4_2, buf_4
layout-drive-gt1-share = 0.431

[hold_path]
hold_path.class = register to register
hp-start = wr_ptr[1]

[critical_path]
slowest_stage = buf_4
rrSetupSlack_ns = 467.29
path_class = register to primary output
max_stage_delay_ns = 0.71
startpoint_type = register
endpoint = o_data[20]
crit_arrival_ns = 10.73
crit_start = rd_ptr[0]
crit_top_cell = buf_4
worstReg2RegStart = rd_ptr[1]
rr_worst_depth = 6
critPathMaxFanout = 38
end_kind = primary output
cp_cell_sequence = buf_4 -> buf_4 -> buf_4 -> buf_4 -> buf_4 -> buf_4 -> buf_4 -> buf_4 -> mux4_2 -> a22oi_1 -> a21oi_1 -> nor3_1 -> buf_4 -> or4_1 -> nand4_1 -> clkdlybuf4s50_1
cp_data_required_time_ns = 377.12

[timing]
clock_skew_ns = 0.0838
slew_headroom = -0.0683
holdWs_ns = 0.599
finalClockPeriodUsage = 0.223
worstMarginPinSlew_ns = 1.60
hold_violations = 0
tns_ns = 0
max_clock_freq_mhz = 9.52
finalSetupViolCount = 0
rsz0062_at_grt = no
slew_violations = 6
period_minus_slack_ns = 105.01

[power_and_ir_drop]
comb_power_share = 0.159
switchingPower_mw = 0.240
p_int_mw = 0.678
p_per_area_nw_per_um2 = 3.62
vdd_drop_max_mv = 0.00395
leakagePower_nw = 75.0
power_frac_clock = 0.401
seqPwrFrac = 0.440
swShare = 0.261

[global_route]
grt.total_usage = 0.339
overflow = 0
grt_pass1_wl_um = 1210000
antenna_found_initial = 109
grt_pass1_vias = 154000
grt_max_degree = 117

[run]
max_cap_violations = 3
tool_warnings = 47

[outcome]
outcome = complete, but fails checks
violations = capacitance limit, slew limit

## cell families (layout without fill, tap and decap cells)
logic type	after synthesis	in the layout	synth area share
flip-flops	4123	4123	0.546
multiplexers	3808	3808	0.362
AND/OR/NAND/NOR	1822	1822	0.0338
buffers and inverters	1135	1914	0.0312
AND-OR/OR-AND	926	926	0.0256
XOR/XNOR	31	31	0.00150
adder cells (fa/ha/maj)	6	6	0.000332
other	0	138	0
## synth_stat cells (all sizes together) (9+ instances only)
master / instances / area, um2
clkbuf: 383 / 1450
a31oi: 55 / 344
or3: 11 / 68.8
nand3: 178 / 903
mux2i: 195 / 1950
nand2: 704 / 2640
mux2: 130 / 1460
xor2: 15 / 165
nand4: 54 / 338
or2: 9 / 56.3
a211oi: 38 / 285
dfxtp: 27 / 541
buf: 748 / 5600
a21oi: 327 / 1640
a32oi: 22 / 193
o21ai: 115 / 576
a22oi: 195 / 1460
edfxtp: 4096 / 123000
nor3: 31 / 165
nor2: 736 / 2770
xnor2: 16 / 174
a22o: 16 / 140
or4: 23 / 173
and3: 14 / 87.6
o311ai: 14 / 123
nor4: 23 / 144
mux4: 3483 / 78500
o22ai: 87 / 544
## registers in the layout, summed over array words and instances, names as in the netlist, named ones only
name,flops
buffer,4096
rd_ptr,9
wr_ptr,9
## how the worst min path moves through the flow
stage / cells past startpoint / slack (ns) / end
CTS: 2 / 0.59 / wr_ptr[1]
global route: 2 / 0.62 / wr_ptr[0]
finish: 2 / 0.60 / wr_ptr[1]
## stage by stage
step / worst slack, ns / total power, mW / utilization
after floorplan: 374.31 / 0.505 / -
after global placement: 367.39 / 0.554 / 0.423
after detailed placement: 367.34 / 0.554 / 0.423
after CTS: 366.18 / 0.919 / 0.450
after global routing: 365.62 / 0.939 / 0.450
final: 366.39 / 0.918 / 0.451
## worst max-delay path, delay by kind of cell (launching register included)
kind | cells | cell delay, ns
AND-OR/OR-AND | 2 | 0.43
buffers and inverters | 10 | 6.17
flip-flops | 1 | 0.69
AND/OR/NAND/NOR | 3 | 1.56
multiplexers | 1 | 0.60
## power by group through the flow
stage	logic, mW	registers, mW	clock network (mW)
CTS	0.143	0.404	0.372
global route	0.151	0.404	0.384
finish	0.146	0.404	0.368
## cell type report
cell class | count | area [um2]
repair buffers | 1081 | 8650
inverters | 4 | 15.0
flip-flops and latches | 4123 | 124000
well taps | 7479 | 9360
multi-input cells | 6593 | 96200
clock inverters | 303 | 3730
diodes | 138 | 345
clock buffers | 526 | 11500
fillers | 46600 | 309000
## layer usage
layer / vias up / part of all wire / track usage / wire length [um]
li1: 53000 / - / - / -
met2: 13200 / 0.44 / 0.457 / 385000
met1: 71700 / 0.27 / 0.341 / 238000
met4: 166 / 0.066 / 0.165 / 58100
met3: 2181 / 0.22 / 0.322 / 192000
met5: - / 0.0078 / 0.101 / 6840
Power is estimated from default activity; no workload was simulated.
