## flow/design.v

```verilog
module sobel_magnitude #(
    parameter NBIT = 11           
)
(
    input wire i_clk,                                     
    input wire i_data_valid,                              
    input signed [NBIT-1:0] gx,
    input signed [NBIT-1:0] gy,
    output reg [NBIT:0] module_g
);
wire [NBIT-1:0] gx_abs;
wire [NBIT-1:0] gy_abs;
assign gx_abs = (gx < 0) ? -gx : gx;
assign gy_abs = (gy < 0) ? -gy : gy;
always @(posedge i_clk) begin
    if (i_data_valid) begin
        if(gx_abs > gy_abs) begin
            module_g <= gx_abs + (gy_abs >> 1);
        end
        else begin
            module_g <= gy_abs + (gx_abs >> 1);
        end
    end
end
endmodule
```

## flow/run.sh

```bash
#!/bin/bash
# OpenROAD 26Q1-2900-gdf79404cd8, Yosys 0.63+post, stock flow scripts
make -C /OpenROAD-flow-scripts/flow DESIGN_CONFIG=/design/flow/config.mk WORK_HOME=/design/flow/orfs finish
```

## flow/config.mk

```make
export PLATFORM = sky130hd
export DESIGN_NAME = sobel_magnitude
export DESIGN_NICKNAME = sobel_magnitude
export VERILOG_FILES = /design/flow/design.v
export SDC_FILE = /design/flow/constraint.sdc
export NUM_CORES = 4
export LEC_CHECK = 1
export CORE_UTILIZATION = 40
```

## flow/constraint.sdc

```tcl
current_design sobel_magnitude

set clk_period 5.4
set clk_io_pct 0.2

create_clock -name clk0 -period $clk_period [get_ports {i_clk}]

set non_clock_inputs [all_inputs -no_clocks]
set_input_delay [expr $clk_period * $clk_io_pct] -clock clk0 $non_clock_inputs
set_output_delay [expr $clk_period * $clk_io_pct] -clock clk0 [all_outputs]
```

==> impl_metrics.json <==
{
  "average_vias_per_placed_instance": 5.26,
  "postLayoutCellArea_um2": 2810,
  "core-area_um2": 5510,
  "final_min_period_over_clock_period": 0.930,
  "cts.reportedPaths.clkPinSlew_ns": 0.05,
  "floorplan.die.height_um": 77.5,
  "gp_routability_congestion": 0.910,
  "drt-initial-drc-count": 58,
  "finalMaxSlewViolations": 0,
  "number_of_synthesis_warnings": 1,
  "synth_area_um2": 2280,
  "post-place-cells": 369,
  "clock_sinks": 12,
  "max_slew.worst_pin.slew_ns": 0.760,
  "clock_tree.buffer_depth": 2,
  "maxCapViolations": 0,
  "antenna_found_initial": 0,
  "ir_drop_mv": 0.118,
  "cts.root.buffer_cell": "clkbuf_8",
  "slew_headroom": 0.489,
  "buffer_ports.inserted": 35,
  "worst_hold_slack_ns": 1.83,
  "first_global_vias": 1842,
  "report.final.hold_viol_count": 0,
  "globalRoute.busiestLayer": "met2",
  "post-dp-hpwl_mm": 4.12,
  "cp-start-kind": "input pin",
  "post_synth_num_cell_types": 58,
  "chip_area_um2": 6010,
  "critical-path-max-stage-delay_ns": 0.58,
  "tritoncts.num_buffers": 3,
  "endpoint_kind": "flop",
  "synth_cells": 256,
  "min_period_ns": 5.02,
  "power_density_nw_per_um2": 221,
  "timing.critical_path.cells": "clkdlybuf4s50_1 -> inv_1 -> ha_1 -> nand2_1 -> o21ai_0 -> ha_1 -> fa_1 -> maj3_1 -> maj3_2 -> maj3_2 -> a211oi_2 -> o21ai_0 -> a21o_1 -> o32a_1 -> o31ai_1",
  "die-width_um": 77.5,
  "area_growth_syn_to_layout_pct": 23.1,
  "initial_utilization": 0.414,
  "final_antenna_violating_net_count": 0,
  "cts.htree.levels": 1,
  "run_status": "complete, no violations",
  "crit_arrival_ns": 5.08,
  "synth.yosys.num_cells": 256,
  "post_dp_cell_area_um2": 2770,
  "rows": 27,
  "grt_overall_usage": 0.175,
  "antennaDiodeCount": 0,
  "drc_violations_left": 0,
  "grt_first_pass_wirelength_mm": 8.38,
  "design.portCount": 36,
  "holdCritPathClass": "input pin to flop",
  "grt_use_met1": 0.262,
  "max_clock_freq_ghz": 0.199,
  "finalWirelength_mm": 4.72,
  "cp_max_fo": 4,
  "cts_resized": 0,
  "synth.avg_cell_area_um2": 8.91,
  "top_register": "module_g",
  "yosys.stat.seqShare": 0.158,
  "post_layout_nonfiller_instances": 372,
  "cts_tree": "done",
  "cts_hold_buf": 0,
  "groute.layer.met3.usage": 0.0227,
  "power.leakage_nw": 1.07,
  "synth-async-reset-ratio": 0,
  "required_ns": 5.46,
  "vias": 1956,
  "cts_setup_buffers": 0,
  "flip_flop_count_of_the_largest_register_after_layout": 12,
  "critical_path_class": "input pin to flop",
  "synth-area-yosys_um2": 2280,
  "ff_type": "edfxtp_1",
  "fin_setup_tns_ns": 0,
  "cpMaxStageDelayCell": "clkdlybuf4s50_1",
  "setup_viol": 0,
  "drive_gt1_frac": 0.120,
  "grt_max_degree": 13,
  "groute.layer.met2.usage": 0.280,
  "synth.ff_latch_count": 12,
  "rsz0062_at_grt": "no",
  "drt_first_pass_iters": 4,
  "largest_registers": "module_g x12",
  "synth-edff-count": 12,
  "post_drt_wl_per_cell_um": 12.7,
  "grt_overflow_total": 0,
  "tool_warnings": 27
}
-- report_power, final --
| group | internal (mW) | leakage [nW] | total [mW] | switching, mW |
|---|---|---|---|---|
| registers | 0.140 | 0.117 | 0.145 | 0.00495 |
| clock network | 0.0488 | 0.0216 | 0.0779 | 0.0290 |
| logic | 0.212 | 0.931 | 0.397 | 0.185 |
-- synth_stat cells (2+ instances only) --
library cell  instances  area share
a31oi_1               4       0.011
xnor2_2               2       0.014
mux2_4                2       0.013
o22ai_1               4       0.011
a221o_1               2      0.0088
and2_1                2      0.0055
nor2b_1               4       0.011
maj3_2                4       0.020
fa_1                  2       0.018
a311oi_1              3       0.012
xor2_1                8       0.031
o21ai_0               7       0.015
a21oi_2               2      0.0077
edfxtp_1             12        0.16
xnor2_1              38        0.15
nand4_1               2      0.0055
nor3_1                7       0.015
or3_1                 4       0.011
a21oi_1              16       0.035
mux2i_1               9       0.039
nand2_1              14       0.023
inv_1                20       0.033
nand2b_1              5       0.014
ha_1                 20        0.11
a21o_2                2      0.0077
nor2_1               19       0.031
o31ai_1               3      0.0099
maj3_1                7       0.031
o31ai_4               2       0.019
a211oi_2              2       0.011
-- cells in the final DEF (no fill, tap or decap), types with 3 or more instances in the layout --
cell type        instances
xnor2_1                 38
clkdlybuf4s50_1         35
inv_1                   20
ha_1                    20
nor2_1                  19
a21oi_1                 16
nand2_1                 14
edfxtp_1                12
mux2i_1                  9
buf_4                    9
xor2_1                   8
o21ai_0                  7
nor3_1                   7
maj3_1                   7
nand2b_1                 5
or3_1                    4
nor2b_1                  4
o22ai_1                  4
maj3_2                   4
a31oi_1                  4
a311oi_1                 3
o31ai_1                  3
clkbuf_8                 3
-- cell families (layout without fill, tap and decap cells) --
kind of cell,after synthesis,in the layout,synth area share
AOI/OAI and AO/OA,59,59,0.195
xor gates and xnor gates,50,50,0.215
adders and majority gates,33,33,0.178
buffers and inverters,24,68,0.0444
DFF,12,12,0.158
muxes,11,11,0.0526
and+or+nand+nor,67,67,0.157
-- worst max-delay path: cells and delay by family --
| kind | cells | cell delay (ns) |
|---|---|---|
| buffers and inverters | 2 | 0.70 |
| adder cells (fa/ha/maj) | 6 | 2.03 |
| AND-OR/OR-AND | 6 | 1.19 |
| AND/OR/NAND/NOR | 1 | 0.06 |
-- area by class of cell --
cell class	instances	area (µm²)
fill	534	2700
tap	72	90.1
sequential	12	360
multi-input combinational	220	1820
inverter	21	78.8
clock buffer	3	41.3
timing repair buffer	44	418
-- per-stage QoR --
| stage | total power, mW | worst slack (ns) | util |
|---|---|---|---|
| 6_report | 0.620 | 0.380 | 0.510 |
| 5_1_grt | 0.680 | 0.114 | 0.510 |
| 4_1_cts | 0.629 | 0.330 | 0.510 |
| 3_5_place_dp | 0.547 | 0.111 | 0.503 |
| 3_3_place_gp | 0.544 | 0.194 | 0.503 |
| 2_1_floorplan | 0.418 | 1.02 | - |
-- worst paths after layout --
path                  startpoint                     end  slack (ns)  cells past startpoint
worst min-delay path       gy[0]   module_g[0]$_DFFE_PP_        1.83                      4
worst max-delay path       gx[0]  module_g[10]$_DFFE_PP_        0.38                     15
-- per-layer routing --
layer  routed length (µm)  vias to the layer above
li1                     -                     1022
met4                   61                        0
met3                  160                        6
met5                    0                        -
met2                 2150                       40
met1                 2350                      888
No activity file was given, so power comes from the tool's default toggle rates.
